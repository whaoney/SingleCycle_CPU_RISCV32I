[flow/run.sh]
#!/bin/bash
# OpenROAD 26Q1-2900-gdf79404cd8, Yosys 0.63+post, stock flow scripts
make -C /OpenROAD-flow-scripts/flow DESIGN_CONFIG=/design/flow/config.mk WORK_HOME=/design/flow/orfs finish
[flow/constraint.sdc]
current_design alu

set clk_period 26.3
set clk_io_pct 0.2

create_clock -name clk0 -period $clk_period

set non_clock_inputs [all_inputs -no_clocks]
set_input_delay [expr $clk_period * $clk_io_pct] -clock clk0 $non_clock_inputs
set_output_delay [expr $clk_period * $clk_io_pct] -clock clk0 [all_outputs]
[flow/config.mk]
export PLATFORM = sky130hd
export DESIGN_NAME = alu
export DESIGN_NICKNAME = alu
export VERILOG_FILES = /design/flow/design.v
export SDC_FILE = /design/flow/constraint.sdc
export NUM_CORES = 4
export LEC_CHECK = 1
export CORE_UTILIZATION = 50
[flow/design.v]
module alu(
	input	[31:0]			       r1, r2, 
	input	[31:0]       	       imm, 
	input	[3:0]                 aluctrl, 
	input                          alui,
	output reg [31:0]		       aluout,
	output                      overflow,
	output 						    zero,
	output 			                lt,
	output 						    ge
	);
    wire [31:0]                    a;
	wire [31:0]                    b;
	wire op_unsigned = ~aluctrl[3]&aluctrl[2]&aluctrl[1]&~aluctrl[0]	 
					| ~aluctrl[3]&aluctrl[2]&aluctrl[1]&aluctrl[0] 	       
					| aluctrl[3]&aluctrl[2]&aluctrl[1]&~aluctrl[0]; 	    
	wire [31:0] 		         b2;   
	wire [32:0] 			      sum;  
	wire   sub = ~aluctrl[3]&~aluctrl[2]&aluctrl[1]&~aluctrl[0]  
             | ~aluctrl[3]&aluctrl[2]&aluctrl[1]&aluctrl[0];  
   assign b2 =sub ? ~b:b;                                       
	assign sum = (op_unsigned & ({1'b0, r1} + {1'b0, b2} + sub)) | (~op_unsigned & ({r1[31], r1} + {b2[31], b2} + sub));
    assign a = r1;
	assign b = alui ? imm : r2 ;
	always@(*)
		case(aluctrl)
		4'b0000: 	    aluout <= r1;
		4'b0001: 		aluout <= sum[31:0];
		4'b0110:		aluout <= sum[31:0];	
		4'b0100:		aluout <= a | b;
		4'b0101: 		aluout <= a ^ b;
		4'b0011:		aluout <= a & b;
		4'b1000: 		aluout <= r1 << imm; 
		4'b1001: 		aluout <= r1 >> imm;
		4'b1010: 		aluout <= {{(31){a[31]}},a} >> imm;   
		4'b0010: 	    aluout <= sum[31:0];
		4'b0111: 	    aluout <= sum[31:0];
		4'b1011: 	    aluout <= sum[31]^overflow;
		4'b1110:      aluout <= (a < b);
		4'b1100:	    aluout <= imm;  
		4'b1101:	    aluout <= sum[31:0];  
		default: 			aluout <= 32'b0;   
	 endcase
	assign overflow = sum[31] ^ sum[32];
	assign zero = (aluout == 32'b0);
	assign lt = (~op_unsigned & aluout[31] ) | (op_unsigned & (a < b));
	assign ge = ~((~op_unsigned & aluout[31] ) | (op_unsigned & (a < b)));
endmodule
==> node_exporter_impl.prom <==
# HELP chip_impl_metric Metrics from one implementation run
# TYPE chip_impl_metric gauge
chip_impl_metric{name="synth.yosys.num_cells",unit=""} 1470
chip_impl_metric{name="timing.final.hold_violations",unit=""} 0
chip_impl_metric{name="total_power",unit="µW"} 323
chip_impl_metric{name="die_w",unit="µm"} 148
chip_impl_metric{name="setup_violations",unit=""} 0
chip_impl_metric{name="yosysSeqAreaShare",unit="%"} 0
chip_impl_metric{name="yosysChipArea",unit="µm²"} 10700
chip_impl_metric{name="slew_headroom",unit="%"} 33.1
chip_impl_info{name="crit_start",value="aluctrl[2]"} 1
chip_impl_metric{name="combined_global_route_utilization_of_all_metal_layers",unit="%"} 48.6
chip_impl_metric{name="worst-slew-pin-transition",unit="ns"} 0.991
chip_impl_metric{name="avgRoutedWirePerCell",unit="µm"} 29.1
chip_impl_metric{name="gp_congestion",unit=""} 1.08
chip_impl_metric{name="placeableCoreArea",unit="µm²"} 21000
chip_impl_metric{name="p_sw_share",unit="%"} 59.7
chip_impl_metric{name="post_cts.resized_instances",unit=""} 0
chip_impl_metric{name="simple_gate_share",unit="%"} 20.3
chip_impl_metric{name="synth.cellmix.adderShare",unit="%"} 15.2
chip_impl_metric{name="place_worst_setup_slack",unit="ns"} 9.84
chip_impl_metric{name="max_freq",unit="MHz"} 59.8
chip_impl_metric{name="syn_area_per_cell",unit="µm²"} 7.26
chip_impl_metric{name="drv_cap",unit=""} 0
chip_impl_metric{name="detail-route-antenna-nets",unit=""} 0
chip_impl_metric{name="drt_first_pass_iters",unit=""} 7
chip_impl_metric{name="crit_path_max_fanout",unit=""} 41
chip_impl_metric{name="die-area",unit="µm²"} 21900
chip_impl_metric{name="initial_antenna_violation_count",unit=""} 1
chip_impl_metric{name="ioPinCount",unit=""} 137
chip_impl_metric{name="remaining_drc_errors",unit=""} 0
chip_impl_info{name="layout_top_cell",value="sky130_fd_sc_hd__clkdlybuf4s50_1"} 1
chip_impl_metric{name="route.detailed.vias_per_inst",unit=""} 7.28
chip_impl_info{name="path_class",value="input pin to output port"} 1
chip_impl_metric{name="design_area",unit="µm²"} 12200
chip_impl_metric{name="drive_above_1_share",unit="%"} 10.4
chip_impl_metric{name="port-buffer-count",unit=""} 137
chip_impl_metric{name="power-per-cell-area",unit="nW/µm²"} 26.5
chip_impl_info{name="hold_path_startpoint",value="aluctrl[1]"} 1
chip_impl_metric{name="ys.warnings.count",unit=""} 1
chip_impl_metric{name="setup_ws",unit="ns"} 9.57
chip_impl_metric{name="peakVddDrop",unit="mV"} 0.0184
chip_impl_metric{name="syn-cell-area",unit="µm²"} 10700
chip_impl_metric{name="finalWirelength",unit="µm"} 52400
chip_impl_metric{name="syn2layout_area_growth",unit="%"} 14.4
chip_impl_metric{name="grt_overflow",unit=""} 0
chip_impl_info{name="critical_path.endpoint_type",value="output port"} 1
chip_impl_metric{name="dp.final_hpwl",unit="µm"} 39900
chip_impl_metric{name="required",unit="ns"} 21.04
chip_impl_metric{name="grt_first_pass_wirelength",unit="µm"} 76600
chip_impl_info{name="critical-path-slowest-cell",value="sky130_fd_sc_hd__o311ai_0"} 1
chip_impl_info{name="synth.largest_area_cell",value="sky130_fd_sc_hd__ha_1"} 1
chip_impl_info{name="layout_top_cells_excl_fill_tap",value="sky130_fd_sc_hd__clkdlybuf4s50_1, sky130_fd_sc_hd__ha_1, sky130_fd_sc_hd__nand2_1"} 1
chip_impl_metric{name="synth.top_cell.area_share",unit="%"} 15.0
chip_impl_metric{name="drt_first_iter_violations",unit=""} 1980
chip_impl_metric{name="power.switching",unit="µW"} 193
chip_impl_metric{name="hold_buffers",unit=""} 0
chip_impl_metric{name="pin_count_of_the_biggest_net_entering_global_routing",unit=""} 69
chip_impl_info{name="ys_top_cells_by_area",value="sky130_fd_sc_hd__ha_1, sky130_fd_sc_hd__mux4_2, sky130_fd_sc_hd__mux2i_1"} 1
chip_impl_metric{name="floorplan.die.height",unit="µm"} 148
chip_impl_metric{name="delay_of_the_slowest_cell_on_the_worst_path",unit="ns"} 0.84
chip_impl_info{name="grt_setup_unrepaired",value="false"} 1
chip_impl_metric{name="timing_max_transition_violations_final",unit=""} 0
chip_impl_metric{name="mux_share",unit="%"} 21.8
chip_impl_metric{name="seqCellArea",unit="µm²"} 0
chip_impl_info{name="timing.critical_path.from_type",value="input pin"} 1
chip_impl_metric{name="placed_area",unit="µm²"} 12200
chip_impl_metric{name="synth.distinct_cells",unit=""} 86
chip_impl_metric{name="post-route-min-period",unit="ns"} 16.73
chip_impl_metric{name="layout.clock_buffers",unit=""} 0
chip_impl_metric{name="floorplan.rows",unit=""} 53
chip_impl_info{name="synthTopLogicFamily",value="AND-OR/OR-AND gates"} 1
chip_impl_info{name="hp-class",value="input pin to output port"} 1
chip_impl_info{name="crit_path_cell_trace",value="clkdlybuf4s50_1 -> buf_4 -> xor2_1 -> nor2_4 -> buf_4 -> xnor2_1 -> ha_1 -> nand3_1 -> nor4_2 -> nor2_1 -> o311ai_0 -> nand4_1 -> nand3_1 -> or3b_2 -> a2111oi_0 -> nand4_1 -> nor4_2 -> clkdlybuf4s50_1"} 1
chip_impl_metric{name="flip_flops",unit=""} 0
chip_impl_metric{name="grt_pass1_vias",unit=""} 11600
chip_impl_metric{name="via_count",unit=""} 13100
chip_impl_metric{name="openroad.warnings",unit=""} 98
chip_impl_metric{name="final.period_utilization",unit="%"} 63.6
chip_impl_metric{name="p_leak",unit="nW"} 5.08
chip_impl_metric{name="post_synthesis_cells",unit=""} 1470
chip_impl_metric{name="p_int",unit="µW"} 130
chip_impl_metric{name="critPathArrivalTime",unit="ns"} 11.47
chip_impl_info{name="run_status",value="finished clean"} 1
chip_impl_metric{name="synthXorXnorAreaFrac",unit="%"} 4.11
chip_impl_metric{name="totalNegativeSetupSlack",unit="ns"} 0
chip_impl_metric{name="floorplan_stage_core_utilization",unit="%"} 50.9
chip_impl_metric{name="cts_setup_buffers",unit=""} 0
chip_impl_metric{name="ys_sh_aoi",unit="%"} 29.6
[final timing paths]
check  endpoint  cells after the start
max        zero                     18
min          ge                      5
[cell families (layout without fill, tap and decap cells)]
kind of cell    Yosys count  count (layout)
compound gates          458             458
other cells               0               1
mux                     167             167
xor+xnor                 50              50
fa+ha+maj               129             129
simple gates            435             435
buf+inv                 231             284
[synth_stat cells (all sizes together) (33+ instances only)]
cell	count
ha	128
nand2	126
nor2	101
inv	96
a21oi	94
clkbuf	88
o21ai	88
mux2i	86
buf	46
mux4	46
xnor2	37
mux2	35
nand3	33
[stage by stage]
| stage | hold slack (ns) | instances | util [%] |
|---|---|---|---|
| 5_1_grt | 11.91 | 1799 | 58.2 |
| 6_report | 11.89 | 1799 | 58.2 |
| 4_1_cts | 11.87 | 1798 | 58.2 |
| 2_1_floorplan | 10.70 | 1470 | - |
| 3_3_place_gp | 11.87 | 1798 | 58.2 |
| 3_5_place_dp | 11.86 | 1798 | 58.2 |
[per-layer routing]
metal  vias up  routed length, µm  track usage [%]
met4         0               3780             24.2
met5         -                  0                0
met3       223               7430             12.2
met2      1114              21300             69.4
li1       5709                  -                -
met1      6056              19900             68.7
[worst max-delay path: cells and delay by family]
kind	cells	cell delay, ns
adder cells (fa/ha/maj)	1	0.42
AND-OR/OR-AND	2	1.53
buffers and inverters	4	1.81
AND/OR/NAND/NOR	9	2.08
XOR/XNOR	2	0.36
[area by class of cell]
type	instances	area [µm²]
Multi-Input combinational cell	1239	9760
Timing Repair Buffer	187	1720
Tap cell	275	344
Inverter	97	364
Fill cell	1964	8760
Antenna cell	1	2.50
No activity file was given, so power comes from the tool's default toggle rates.
