`flow/run.sh`:
```
#!/bin/bash
# OpenROAD 26Q1-2900-gdf79404cd8, Yosys 0.63+post, stock flow scripts
make -C /OpenROAD-flow-scripts/flow DESIGN_CONFIG=/design/flow/config.mk WORK_HOME=/design/flow/orfs finish
```
`flow/config.mk`:
```
export PLATFORM = sky130hd
export DESIGN_NAME = pcaddimm
export DESIGN_NICKNAME = pcaddimm
export VERILOG_FILES = /design/flow/design.v
export SDC_FILE = /design/flow/constraint.sdc
export NUM_CORES = 4
export LEC_CHECK = 1
export CORE_UTILIZATION = 30
```
`flow/constraint.sdc`:
```
current_design pcaddimm

set clk_period 12.9
set clk_io_pct 0.2

create_clock -name clk0 -period $clk_period

set non_clock_inputs [all_inputs -no_clocks]
set_input_delay [expr $clk_period * $clk_io_pct] -clock clk0 $non_clock_inputs
set_output_delay [expr $clk_period * $clk_io_pct] -clock clk0 [all_outputs]
```
`flow/design.v`:
```
module pcaddimm (
	input      [31:0]       pc,
	input      [31:0]       data_r1,
	input      [31:0]	    imm,
	input                   jalr, 
	output reg [31:0]	    npc);
	always @(*)begin
		if (~jalr) npc <= pc+imm;
		else if(jalr) npc <= data_r1 +imm;
	end 
endmodule
module pcplusfour(
  input  [31:0]                  pc,
  output reg [31:0]              pcplus4
);
  always @(*) begin
	  pcplus4 <= pc+4;	  
  end
endmodule
```
==> changes_impl.md <==
### Changed

* Outcome: complete, no violations
* Hold_ws at 6.21 ns
* Adders+Majority by Area at about a fifth
* Core Rows at 29
* Cell area after synthesis at a little over 2000 um2
* Data arrival, critical path at 6.23 ns
* CLK BUF at 0
* PD cells at 59.8 nW/um2
* Logic area at 2000 um2
* Min-Delay Path Class: in2out
* DR iter-0 viols at 70
* Total I/O pin count at 129
* RSZ-0062 raised after global routing: false
* Pin count of the biggest net entering global routing at 33
* Peak Freq at around 0.11 GHz
* Peak VDD IR at 0.0268 mV
* Global-route usage over all layers at 16.9%
* Relative slew slack at 71.5%
* Post-Syn Instances at 269
* Initial core utilization at around a third
* CTS resizes at 0
* First-pass GRT wire length at 10200 um
* Static leakage at 1.35 nW
* Residual DRC at 0
* Slowest cell on crit path: clkdlybuf4s50_1
* Syn_area_per_cell at between 7 and 8 um2
* Setup TNS at 0 ns
* Max-slew violations at 0
* Hold_buf cts at 0
* Netlist cell types at 51
* Buffers and inverters on the worst path at 3
* Mean routed wirelength per cell at between 10 and 15 um
* WL final at 6150 um
* Top cell area share at about a fifth
* Slowest stage delay, CP at 0.48 ns
* Die span in y at 84.5 um
* DRT Pass-1 Iters at 22
* Setup Fix Bufs, Post-CTS at 0
* Crit path DRT at 10.32 ns
* Startpoint types: input pin
* Die X at 84.5 um
* Setup violations, final at 0
* Comb area leader: AND-OR/OR-AND gates
* Mux frac, synth at 17.6%
* Vias post-DR at about 2500
* Area of the core at 6460 um2
* Yosys top cell by area: ha_1
* Vias per cell at 5.30
* Flops at 0
* # Cells Yosys at 269
* Top cells by count, synth: a21oi_1, ha_1, mux2_2
* AND-OR/OR-AND Cells, Area Fraction at 31.6%
* CP top delay family: buffers and inverters
* Critical Path End Type: output pin
* Port-buffer cells at 129
* Kind of critical path: in2out
* Most frequent CP cell: clkdlybuf4s50_1
* Area delta synth->final at 66.4%
* Total tool warning count at 32
* Chip area at 7130 um2
* Critical-path cell list: clkdlybuf4s50_1 -> buf_4 -> mux2_2 -> ha_1 -> fa_1 -> a21o_1 -> a221o_1 -> a211o_1 -> a21boi_2 -> o21ai_1 -> xor2_1 -> clkdlybuf4s50_1
* Simple Share, Synth at between 10% and 20%
* Ratio of cells with drive above 1 in the final layout at 9.25%
* GRT overflow at 0
* Detail Route Antenna Nets at 0
* Synthesis Warnings at 1
* Max-Cap Viols at 0
* Chip Area, Yosys at roughly 2000 um2
* Final Hold Fails at 0
* Final Cycle Share at ~68%
* Post-synth seq share at 0%
* CP max FO at 32
* Initial antenna violation count at 0
* FF/Latch Area at 0 um2
* Fin crit period at 8.81 ns
* Top cells by area: ha_1, mux2_2, xnor2_1, a21oi_1, a21o_1
* Gpl congestion at 0.875
* Vias in the first global route at 2370
* DP HPWL at 5310 um
* Least-Margin Pin Slew at 0.428 ns
* FILL cells at 614
* Diode count at 0
* Yosys xor share at 12.9%
-- path summary, 6_finish.rpt --
kind	start	to	slack (ns)	cells past startpoint
worst max-delay path	jalr	npc[24]	4.09	12
worst min-delay path	imm[0]	npc[0]	6.21	3
-- area by class of cell --
cell class                 instances  area share (%)
inverter                           1           0.111
multi-input combinational        258            58.8
tap                               77            2.84
timing repair buffer             130            38.3
-- power by group --
part / internal, mW / total, mW / leakage [nW] / switching (mW)
clock: 0 / 0 / 0 / 0
combinational: 0.125 / 0.203 / 1.35 / 0.0777
sequential: 0 / 0 / 0 / 0
total: 0.125 / 0.203 / 1.35 / 0.0777
-- logic make-up (layout without fill, tap and decap cells) --
| kind of cell | Yosys count | in the layout |
|---|---|---|
| compound gates | 97 | 97 |
| simple gates | 67 | 67 |
| fa+ha+maj | 32 | 32 |
| mux | 32 | 32 |
| xor+xnor | 30 | 30 |
| buf+inv | 11 | 131 |
-- tightest hold or removal path: cells and delay by family --
kind,cells,cell delay [ns]
adder cells (fa/ha/maj),1,0.13
buffers and inverters,2,0.92
-- routing by layer --
layer | share of wire (%) | up-vias | GRT usage [%]
met2 | 47 | 85 | 29.7
met5 | 0 | - | 0
met4 | 0 | 0 | 0
met3 | 9.1 | 0 | 3.09
met1 | 44 | 1113 | 23.4
li1 | - | 1273 | -
-- layout by cell type (no fill, tap or decap), types with 3 or more instances in the layout --
master / count
clkdlybuf4s50_1: 129
mux2_2: 31
a21oi_1: 31
ha_1: 31
xnor2_1: 21
nand2_1: 21
nor2_1: 15
o21ai_0: 12
a21o_1: 11
xor2_1: 9
a31oi_1: 8
nand3_1: 6
o21ai_1: 6
nor3_1: 6
and3_1: 4
o21a_1: 4
nand4_1: 3
o211ai_1: 3
a211o_1: 3
-- through the flow --
step                      setup WS [ns]  utilization, %  cell area (um2)  cells  total power, mW
after floorplan                    5.05               -             2040    269           0.0996
after global placement             4.11            52.6             3390    466            0.205
after detailed placement           4.06            52.6             3390    466            0.203
after CTS                          4.05            52.6             3390    466            0.205
after global routing               3.93            52.6             3390    466            0.223
final                              4.09            52.6             3390    466            0.203
Power figures rest on the tool's default switching activity, not on a simulated workload.
