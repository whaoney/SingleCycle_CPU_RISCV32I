==> design.v <==
module controller(
  input                     clk, reset,
  input [6:0]	              opcode,
  input [2:0]               funct3,
  input [6:0]               funct7,
  input [4:0]               rd, rs1,
  input [11:0]              imm,
  input                     zero, lt, 
  output [4:0]              immctrl,             
  output                    jump, jalr, si , bunsigned, pcsrc, 
  output reg  [3:0]         aluctrl,             
  output [1:0]              alusrca,
  output                    alusrcb,
  output                    memwrite, lunsigned,   
  output [1:0]              lwhb, swhb,           
  output                    memtoreg, regwrite,   
  output                    auipc,alui                
  );
  wire u_lui       = (opcode == 7'b0110111);
  wire u_auipc     = (opcode == 7'b0010111);
  wire j_jal       = (opcode == 7'b1101111);
  wire i_jalr      = (opcode == 7'b1100111);
  wire branch      = (opcode == 7'b1100011);
  wire load        = (opcode == 7'b0000011);
  wire store       = (opcode == 7'b0100011);
  wire addi        = (opcode == 7'b0010011);
  wire add         = (opcode == 7'b0110011);
  wire b_beq         = ((opcode == 7'b1100011) & (funct3 == 3'b000));
  wire b_bne         = ((opcode == 7'b1100011) & (funct3 == 3'b001));
  wire b_blt         = ((opcode == 7'b1100011) & (funct3 == 3'b100));
  wire b_bge         = ((opcode == 7'b1100011) & (funct3 == 3'b101));
  wire b_bltu        = ((opcode == 7'b1100011) & (funct3 == 3'b110));
  wire b_bgeu        = ((opcode == 7'b1100011) & (funct3 == 3'b111));
  wire i_lb          = ((opcode == 7'b0000011) & (funct3 == 3'b000));
  wire i_lh          = ((opcode == 7'b0000011) & (funct3 == 3'b001));
  wire i_lw          = ((opcode == 7'b0000011) & (funct3 == 3'b010));
  wire i_lbu         = ((opcode == 7'b0000011) & (funct3 == 3'b100));
  wire i_lhu         = ((opcode == 7'b0000011) & (funct3 == 3'b101));
  wire s_sb          = ((opcode == 7'b0100011) & (funct3 == 3'b000));
  wire s_sh          = ((opcode == 7'b0100011) & (funct3 == 3'b001));
  wire s_sw          = ((opcode == 7'b0100011) & (funct3 == 3'b010));
  wire i_addi        = ((opcode == 7'b0010011) & (funct3 == 3'b000));
  wire i_slti        = ((opcode == 7'b0010011) & (funct3 == 3'b010));
  wire i_sltiu       = ((opcode == 7'b0010011) & (funct3 == 3'b011));
  wire i_xori        = ((opcode == 7'b0010011) & (funct3 == 3'b100));
  wire i_ori	        = ((opcode == 7'b0010011) & (funct3 == 3'b110));
  wire i_andi        = ((opcode == 7'b0010011) & (funct3 == 3'b111));
  wire i_slli        = ((opcode == 7'b0010011) & (funct3 == 3'b001) & (funct7 == 7'b0000000));
  wire i_srli        = ((opcode == 7'b0010011) & (funct3 == 3'b101) & (funct7 == 7'b0000000));
  wire i_srai        = ((opcode == 7'b0010011) & (funct3 == 3'b101) & (funct7 == 7'b0100000));
  wire r_add         = ((opcode == 7'b0110011) & (funct3 == 3'b000) & (funct7 == 7'b0000000));
  wire r_sub         = ((opcode == 7'b0110011) & (funct3 == 3'b000) & (funct7 == 7'b0100000));
  wire r_sll         = ((opcode == 7'b0110011) & (funct3 == 3'b001) & (funct7 == 7'b0000000));
  wire r_slt         = ((opcode == 7'b0110011) & (funct3 == 3'b010) & (funct7 == 7'b0000000));
  wire r_sltu        = ((opcode == 7'b0110011) & (funct3 == 3'b011) & (funct7 == 7'b0000000));
  wire r_xor         = ((opcode == 7'b0110011) & (funct3 == 3'b100) & (funct7 == 7'b0000000));
  wire r_srl         = ((opcode == 7'b0110011) & (funct3 == 3'b101) & (funct7 == 7'b0000000));
  wire r_sra         = ((opcode == 7'b0110011) & (funct3 == 3'b101) & (funct7 == 7'b0100000));
  wire r_or          = ((opcode == 7'b0110011) & (funct3 == 3'b110)  & (funct7 == 7'b0000000));
  wire r_and         = ((opcode == 7'b0110011) & (funct3 == 3'b111) & (funct7 == 7'b0000000));
  wire fence         = ((opcode == 7'b0010111) & (funct3 == 3'b000));
  wire ecall         = ((opcode == 7'b1110011) & (funct3 == 3'b000));
  wire ebreak        = ((opcode == 7'b1110011) & (funct3 == 3'b000));
  wire rs1_x0        = (rs1 == 5'b00000);
  wire rd_x0         = (rd == 5'b00000);
  wire nop           = addi & rs1_x0 & rd_x0 & (imm == 12'b0);  
  wire       itype = addi | i_jalr | load;
  wire       stype = store; 
  wire       btype = branch;
  wire       utype = u_lui | u_auipc; 
  wire       jtype = j_jal; 
  assign immctrl = {itype, stype, btype, utype, jtype};
  assign si  =  i_slli | i_srli | i_srai;
  assign jump = j_jal | i_jalr;
  assign jalr = i_jalr;
  assign bunsigned = b_bltu | b_bgeu;
  assign pcsrc = j_jal | i_jalr | (b_beq & zero) | (b_bne & !zero) | ((b_blt | b_bltu) & lt) | ((b_bge | b_bgeu) & !lt);
  assign alusrca = u_lui ? 2'b01 : (u_auipc ? 2'b10 : ((j_jal | i_jalr) ? 2'b11 : 2'b00));
  assign alusrcb = u_lui | u_auipc | load | store | addi;
  assign memwrite = store;
  assign swhb = ({2{s_sw}}&2'b01) | ({2{s_sh}}&2'b10) | ({2{s_sb}}&2'b11);
  assign lwhb = ({2{i_lw}}&2'b00) | ({2{i_lh | i_lhu}}&2'b01) | ({2{i_lb | i_lbu}}&2'b10);
  assign lunsigned = i_lhu | i_lbu;
  assign memtoreg = load;
  assign regwrite = u_lui | u_auipc | j_jal | i_jalr | load | addi | add;    
  assign auipc = u_auipc;
  assign alui = addi | load | store ;
  assign ityple      = addi | i_jalr | load;
  always @(*)
    case(opcode)
      7'b0010111:	  aluctrl <= 4'b0001;
      7'b1101111:      aluctrl <= 4'b1111; 
      7'b1100111:	    aluctrl <= 4'b1111;
	  7'b1100011: case(funct3)
						        3'b110:	aluctrl <= 4'b0111;
						        3'b111:	aluctrl <= 4'b0111;
                                3'b000:    aluctrl <= 4'b0010;
                                3'b001:    aluctrl <= 4'b0010;
                                3'b100:    aluctrl <= 4'b0010;
                                3'b101:    aluctrl <= 4'b0010;
						        default:		aluctrl <= 4'b1111;
                  endcase
      7'b0000011:	  aluctrl <= 4'b0001;
      7'b0100011:	aluctrl <= 4'b0001;
      7'b0110111:    aluctrl <= 4'b1100;
      7'b0010011:	  case(funct3)
						        3'b000:	aluctrl <= 4'b0001;
						        3'b010:	aluctrl <= 4'b1011;
						        3'b011:  aluctrl <= 4'b1110;
						        3'b100:	aluctrl <= 4'b0101;
        						3'b110:	aluctrl <= 4'b0100;
        						3'b111:	aluctrl <= 4'b0011;
        						3'b001:   case (funct7)
                                                    7'b0000000: aluctrl <= 4'b1000;
                                                    default:      aluctrl <= 4'b1111;
                                                endcase
                    3'b101:   case (funct7)
              									                    7'b0000000:	aluctrl <= 4'b1001;
                                                    7'b0100000:   aluctrl <= 4'b1010;
              										default:		aluctrl <= 4'b1111;
              								    endcase
						        default:		aluctrl <= 4'b1111;
                  endcase
    7'b0110011:    case(funct3)
        						3'b000:	case(funct7)
                                                7'b0000000:  aluctrl <= 4'b0001;
        										                    7'b0100000:  aluctrl <= 4'b0010;
                                                default:      aluctrl <= 4'b1111;
        									        endcase
        						3'b001:	aluctrl <= 4'b1000;
        						3'b010:	aluctrl <= 4'b1011;
        						3'b011:	aluctrl <= 4'b1110;
        						3'b100:	aluctrl <= 4'b0101;
                    3'b101:     case(funct7)
                                                    7'b0000000:  aluctrl <= 4'b1001;
                                                    7'b0100000:  aluctrl <= 4'b1010;
                                                    default:      aluctrl <= 4'b1111;
                                                endcase
        						3'b110:		aluctrl <= 4'b0100;
        						3'b111:	aluctrl <= 4'b0011;
                    default:		  aluctrl <= 4'b1111;
        		  endcase
      default:   aluctrl <= 4'b1111;
	endcase
endmodule
==> run.sh <==
#!/bin/bash
# OpenROAD 26Q1-2900-gdf79404cd8, Yosys 0.63+post, stock flow scripts
make -C /OpenROAD-flow-scripts/flow DESIGN_CONFIG=/design/flow/config.mk WORK_HOME=/design/flow/orfs finish
==> config.mk <==
export PLATFORM = sky130hd
export DESIGN_NAME = controller
export DESIGN_NICKNAME = controller
export VERILOG_FILES = /design/flow/design.v
export SDC_FILE = /design/flow/constraint.sdc
export NUM_CORES = 4
export LEC_CHECK = 1
export CORE_AREA = 10 10 70 70
export DIE_AREA = 0 0 80 80
==> constraint.sdc <==
current_design controller

set clk_period 4.1
set clk_io_pct 0.2

create_clock -name clk0 -period $clk_period

set non_clock_inputs [all_inputs -no_clocks]
set_input_delay [expr $clk_period * $clk_io_pct] -clock clk0 $non_clock_inputs
set_output_delay [expr $clk_period * $clk_io_pct] -clock clk0 [all_outputs]
==> results.txt <==
impl run done, here's what came out: run status finished, final reports clean, vias per cell ~4.7, period utilisation layout between 80 and 90%, tool warnings between 50 and 60, first-pass GRT wire length between 4000 and 5000 µm, Worst-Margin Slew 534 ps, share of layout cells above drive strength 1 a little under a tenth, final wirelength 2470 µm, fillers 369, setup TNS 0 ps, grt ovf 0, mapped cell area just over 600 µm², endpoints failing setup 0, cell count after synthesis approximately 93, Yosys cell types roughly 40, vias in the first global route 863, post-route ant nets 0, Die Width 80 µm, f_max roughly 280 MHz, YS warnings 2, RSZ-0062 raised after global routing no, most instantiated logic cells after routing 46 x clkdlybuf4s50_1, 9 x nor2_1, 8 x a21oi_1, Detailed Routing Iterations Pass 1 4, largest net degree at the start of global routing 18, max cap viols 0, Slew HR approximately 64%, antenna cells 0, Core Density at Floorplan between 10% and 20%, sequential cell area 0 µm², cell count in the Yosys report 93, CTS resizes 0, worst-path maximum fanout 17, Leak 0.391 nW, die area 6400 µm², Worst Path Arrival 2810 ps, Mean Syn Cell Area between 6 and 7 µm², Flops 0, worst min path class in2out, pwr dens just under 60 nW/µm², crit path launch type input pin, dpl hpwl 2100 µm, Power Total 0.0632 mW, Layout area overhead 73.3%, Ports roughly 70, port bufs 46, Tmin final 3630 ps, Post-CTS Setup Bufs 0, Max Slew Vio Count 0, Post-CTS Hold Buffers 0, DR WL/cell around 14 µm, critical path capture point type output port, # rows 21, antenna violations before repair 0, drt initial violations 47, CP required 3280 ps, CLK BUF 0, detailed-route DRC error count 0, DR vias around 820, Commonest Layout Cell clkdlybuf4s50_1, Core ar. 3420 µm², CP Class in2out, peak supply drop 0.0000415 V, Total GRT Usage 7.53%, Placer Congestion ~0.87, sequential-to-total area share from yosys stat 0%, yosys stat chip area 623 µm², Hold Vio Cnt, Final 0, DIE HEIGHT ~80 µm
==> area by class of cell <==
cell class / count / area [µm²] / area share, %
tap: 46 / 57.6 / 5.33
multi-input combinational: 75 / 520 / 48.2
inverter: 7 / 26.3 / 2.43
timing repair buffer: 48 / 475 / 44.0
==> logic make-up (layout without fill, tap and decap cells) <==
| kind of cell | count (synthesis) | in the layout | share of synthesized area (%) |
|---|---|---|---|
| AOI/OAI and AO/OA | 29 | 29 | 31.1 |
| muxes | 2 | 2 | 3.41 |
| buffers and inverters | 18 | 55 | 16.5 |
| and+or+nand+nor | 44 | 44 | 49.0 |
==> synth_stat cells, drive strengths merged <==
master | count | area (µm²)
o31ai | 1 | 7.51
a21oi | 8 | 40.0
nor3b | 1 | 12.5
nand2b | 3 | 18.8
nand3 | 6 | 42.5
and2 | 1 | 6.26
buf | 11 | 76.3
and4bb | 1 | 12.5
mux2 | 1 | 11.3
o211a | 1 | 10.0
nor2 | 9 | 33.8
o2111ai | 1 | 8.76
a32oi | 1 | 8.76
o22ai | 2 | 12.5
inv | 7 | 26.3
nand3b | 1 | 7.51
o21ai | 5 | 25.0
or2 | 1 | 6.26
a221oi | 2 | 17.5
and3 | 3 | 18.8
nor4 | 5 | 37.5
nand4 | 1 | 6.26
nor3 | 5 | 47.5
a211oi | 2 | 15.0
nor4b | 1 | 8.76
o21a | 1 | 7.51
a22o | 1 | 8.76
o21bai | 1 | 7.51
nor2b | 4 | 25.0
a32o | 1 | 10.0
or3 | 1 | 6.26
o211ai | 2 | 15.0
nand4b | 1 | 15.0
mux2i | 1 | 10.0
==> final timing paths <==
kind	from	endpoint	slack, ps	cells past startpoint
max	funct3[2]	aluctrl[0]	470	6
min	funct7[2]	si	2700	5
==> where the power goes <==
group	total (mW)	internal [mW]	switching [mW]
logic	0.0632	0.0330	0.0302
registers	0	0	0
clock network	0	0	0
total	0.0632	0.0330	0.0302
==> critical path, stage by stage <==
cell and delay (ps):
clkdlybuf4s50_1 670, nand2b_1 220, mux2i_1 90, a32o_1 230, a211oi_1 260, clkdlybuf4s50_1 520
==> routing by layer <==
metal | vias to the layer above | share of wire, % | routed length [µm] | global-route usage [%]
met5 | - | 0 | 0 | 0
met4 | 0 | 0 | 0 | 0
met3 | 0 | 7.9 | 195 | 2.16
met2 | 32 | 46 | 1150 | 12.4
met1 | 367 | 46 | 1130 | 10.0
li1 | 425 | - | - | -
==> through the flow <==
stage          setup slack (ps)  util (%)  hold slack [ps]  instances  instance area [µm²]
2_1_floorplan              1650         -             1650         93                  623
3_3_place_gp                472      31.6             2710        176                 1080
3_5_place_dp                471      31.6             2720        176                 1080
4_1_cts                     465      31.6             2720        176                 1080
5_1_grt                     282      31.6             2760        176                 1080
6_report                    474      31.6             2700        176                 1080
Power figures rest on the tool's default switching activity, not on a simulated workload.
